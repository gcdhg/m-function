File: ./design.v
`timescale 1ns / 1ps
module serial(
    input CLK,
    input RST,
    input FIFO_EMPTY,
    output reg FIFO_RD_CLK,
    input [31:0] DATA_IN,
    output reg DOUT_I,
    output reg DOUT_Q,
    output reg CLK_OUT
    );
    initial 
        begin
            FIFO_RD_CLK <= 1'b0;
            DOUT_I <= 1'b0;
            DOUT_Q <= 1'b0;
        end
    parameter IDLE = 5'b00001;
    parameter WAIT = 5'b00010;
    parameter LOAD = 5'b00100;
    parameter SET  = 5'b01000;
    parameter SEND = 5'b10000;
    reg [4:0] state = IDLE;
    reg [3:0] cnt = 4'b00;
    reg [9:0] word_cnt = 10'b00;
    reg fifo_data_rdy;
    reg [31:0] data;
    always @(posedge CLK)
        if (RST)
            begin
                cnt <= 4'b00;
                word_cnt <= 10'b00;
                state <= IDLE;
                data <= 31'b00;
            end
        else 
        begin
            fifo_data_rdy <= !FIFO_EMPTY;
            case (state)
                IDLE:
                    begin
                        cnt <= 4'b00;
                        CLK_OUT <= 1'b0;
                        if (fifo_data_rdy) 
                            begin
                                state <= LOAD;
                                FIFO_RD_CLK <= 1'b1;
                            end
                        else state <= IDLE; 
                    end
                LOAD:
                    begin
                        data <= {DATA_IN};
                        FIFO_RD_CLK <= 1'b0;
                        state <= SET;
                    end
                SET:
                    begin
                        CLK_OUT <= 1'b0;
                        FIFO_RD_CLK <= 1'b0; 
                        if ((cnt == 4'd15)&&(fifo_data_rdy)) data  <= DATA_IN;
                        else data <= data<<2;
                        DOUT_I <= data[31];
                        DOUT_Q <= data[30];
                        state <= SEND;
                    end
                SEND:
                    begin   
                        CLK_OUT <= 1'b1;
                        if (cnt == 4'd15)
                            if (~fifo_data_rdy) state <= IDLE;
                            else 
                                begin
                                    FIFO_RD_CLK <= 1'b1;   
                                    state <= SET;
                                end
                        else state <= SET;
                        cnt <= cnt + 4'b01; 
                    end 
            endcase
            end
endmodule
File: ./run.sh
#!/bin/bash
# OpenROAD 26Q1-2900-gdf79404cd8, Yosys 0.63+post, stock flow scripts
make -C /OpenROAD-flow-scripts/flow DESIGN_CONFIG=/design/flow/config.mk WORK_HOME=/design/flow/orfs finish
File: ./config.mk
export PLATFORM = sky130hd
export DESIGN_NAME = serial
export DESIGN_NICKNAME = serial
export VERILOG_FILES = /design/flow/design.v
export SDC_FILE = /design/flow/constraint.sdc
export NUM_CORES = 4
export LEC_CHECK = 1
export CORE_UTILIZATION = 50
File: ./constraint.sdc
current_design serial

set clk_period 5.3
set clk_io_pct 0.2

create_clock -name clk0 -period $clk_period [get_ports {CLK}]

set non_clock_inputs [all_inputs -no_clocks]
set_input_delay [expr $clk_period * $clk_io_pct] -clock clk0 $non_clock_inputs
set_output_delay [expr $clk_period * $clk_io_pct] -clock clk0 [all_outputs]
==> Slide: Implementation Results <==
Flow Results at a Glance

Run status
  – Outcome: complete, no violations

Final layout
  – Signed area change from the synthesized netlist to the final layout: 20.1%
  – Fillers: 377
  – Logic area: about 1200 um^2
  – Storage cell area: between 900 and 1000 um^2
  – Non-filler instance count after layout: between 300 and 400
  – Ratio of cells with drive above 1 in the final layout: between 15 and 20%

Timing
  – Worst-case hold slack: 435 ps
  – Final tally of hold violations: 0
  – Top achievable clock speed: 378 MHz
  – Clk_skew: around 13 ps
  – Setup repair after global routing missed its margin: no
  – Normalized max-slew margin: between 40 and 50%
  – Fraction of the cycle the final worst path needs: approximately half
  – Post-layout minimum cycle time: around 2600 ps
  – Tightest Pin Transition: roughly 840 ps
  – # setup viols final: 0
  – Max Transition Viols Final: 0
  – Summed negative setup slack over all endpoints: 0 ps

Placement
  – Port buffer count: 38
  – Total half-perimeter wirelength after legalization and detailed placement: slightly above 3000 um
  – Cells after DPL: around 330
  – Global placement routability congestion: 0.805

Yosys
  – Synth top cell by count: sky130_fd_sc_hd__nor2_1
  – Post-synthesis cell area: between 2000 and 2500 um^2
  – Top cells, area: sky130_fd_sc_hd__dfxtp_1, sky130_fd_sc_hd__nor4_2, sky130_fd_sc_hd__nor2_1
  – Top-area cell share: 35.0%
  – Commonest cells post-synth: sky130_fd_sc_hd__nor2_1, sky130_fd_sc_hd__dfxtp_1, sky130_fd_sc_hd__nor4_1, sky130_fd_sc_hd__nor4_2, sky130_fd_sc_hd__clkbuf_1
  – Count of library flops with an enable pin: 5
  – Register area share after synthesis: a little over two fifths
  – Flops & latches, synth: 45
  – Number of different library cells in the post-synthesis netlist: ~40
  – Cell count after synthesis: between 200 and 300
  – Cell count in the Yosys report: approximately 260
  – Chip area estimate from yosys synthesis: 2280 um^2
  – Total of warnings raised by yosys: 1
  – Share of async-settable or async-resettable flops after synthesis: 0%
  – Yosys top cell by area: sky130_fd_sc_hd__dfxtp_1
  – Average instance area after synthesis: just under 9 um^2
  – Main synth FF type: sky130_fd_sc_hd__dfxtp_1

Critical path
  – List of cells traversed by the critical path: or2_1 -> buf_4 -> a2111oi_4 -> buf_4 -> nor4_1 -> nor4_1
  – Slowest Stage Delay on Critical Path: 820 ps
  – Path type of the worst setup path: reg2reg
  – Kind of launch point of the worst setup path: flop
  – Slowest stage cell on the critical path: sky130_fd_sc_hd__a2111oi_4
  – Required time worst endpoint: approximately 5500 ps
  – Data arrival time at the worst-slack endpoint: approximately 2900 ps
  – Largest fanout on the critical path: 35
  – Critical path endpoint category: flop

CTS
  – CTS Hold Buffers Added: 0
  – TritonCTS sink count: between 40 and 50
  – Clock transition at the register clock pins on the worst setup and hold paths after CTS: around 80 ps
  – Maximum level of the CTS H-tree: 2
  – Post-CTS Setup Bufs: 0
  – Deepest clock path buffer count: 2
  – Clock buffer count from CTS: 5
  – Post-CTS sizing: 0
  – Clk Latency, worst-skew pair: approximately 300 ps
  – TritonCTS clock tree: done
  – Clock root buffer master: sky130_fd_sc_hd__clkbuf_8

Drt
  – Violation tally from detailed-route iteration zero: slightly above 100
  – Total number of vias: just under 2000
  – Count of inserted antenna diode cells: 0
  – Post-detailed-routing wire length: slightly below 5000 um
  – Residual antenna-violating net count after detailed routing: 0
  – DRT Pass-1 Iters: 4
  – Routed wire per std cell: 14.7 um
  – Drt via density: 5.74
  – Remaining design rule violation count: 0

Job
  – Maximum Capacitance Violations: 0
  – Number of logged tool warnings: 26

GRT
  – Met3 layer usage reported by global route: 3.69%
  – Maximum number of pins on one net before global-route repair: 36
  – GR Util met1: 34.3%
  – Vias in the first global route: about 1800
  – Total GRT Usage: a little over a fifth
  – GRT busiest layer: met1
  – Overflow left after global routing: 0
  – Met2 track demand over resource in global routing: 32.0%
  – Initial antenna violation count: 0
  – Wire length of the first global-routing pass: between 8000 and 9000 um

Floorplanning
  – Die area: 4840 um^2
  – Area of the core: about 4400 um^2
  – Die extent in y: 69.6 um
  – Width of the chip: 69.6 um
  – Starting Density: roughly 52%
  – # rows: 24
  – I/O pin count: 39

Power
  – Maximum vdd drop: 0.196 mV
  – Leakage power total: approximately 0.95 nW
  – Power per cell area: approximately 300 nW/um^2

Worst hold path
  – Min-Delay Path Class: reg2reg
## flip-flops by register name, summed over array words and instances (netlist names)
register	cells
FIFO_RD_CLK	1
DOUT_I	1
data	32
DOUT_Q	1
CLK_OUT	1
cnt	4
fifo_data_rdy	1
state	4
## per-layer routing
layer / wire length, um / up-vias
met5: 0 / -
met2: 2150 / 38
met1: 2500 / 882
li1: - / 998
met4: 55 / 0
met3: 204 / 6
## cells in the final DEF, fill, tap and decap left out, types with 5 or more instances in the layout
cell type / count
sky130_fd_sc_hd__nor2_1: 69
sky130_fd_sc_hd__dfxtp_1: 40
sky130_fd_sc_hd__clkdlybuf4s50_1: 37
sky130_fd_sc_hd__nor4_1: 34
sky130_fd_sc_hd__nor4_2: 28
sky130_fd_sc_hd__o21ai_0: 7
sky130_fd_sc_hd__clkbuf_8: 7
sky130_fd_sc_hd__a21oi_1: 6
sky130_fd_sc_hd__buf_4: 6
sky130_fd_sc_hd__edfxtp_1: 5
sky130_fd_sc_hd__inv_1: 5
## layout make-up
cell class                      count  area share (%)
Inverter                            5           0.684
Clock inverter                      1           0.182
Tap cell                           52            2.37
Sequential cell                    45            34.7
Multi-Input combinational cell    181            43.3
Timing Repair Buffer               44            15.3
Clock buffer                        7            3.51
## final timing paths
kind | start | end | slack, ps | cells past startpoint
hold reg to reg | data[31]$_SDFFE_PP0P_ | DOUT_I$_DFFE_PP_ | 440 | 0
setup reg to reg | state[0]$_SDFFE_PP1P_ | data[26]$_SDFFE_PP0P_ | 2660 | 6
setup / recovery | state[0]$_SDFFE_PP1P_ | data[26]$_SDFFE_PP0P_ | 2660 | 6
hold / removal | data[31]$_SDFFE_PP0P_ | DOUT_I$_DFFE_PP_ | 440 | 0
## worst max-delay path, delay by kind of cell, from the launching register on
family,cells,cell delay (ps)
AOI/OAI and AO/OA,1,820
and+or+nand+nor,3,620
buffers and inverters,2,600
DFF,1,500
## per-stage QoR
stage / worst slack, ps / area (um^2) / power (mW) / utilization (%)
final: 2660 / 2740 / 0.817 / 62.6
after global routing: 2450 / 2740 / 0.863 / 62.6
after CTS: 2670 / 2740 / 0.825 / 62.6
after detailed placement: 2710 / 2640 / 0.590 / 60.3
after global placement: 2750 / 2640 / 0.589 / 60.3
after floorplan: 3110 / 2280 / 0.538 / -
## power by group
group          switching, mW  total (mW)  internal (mW)  leakage [nW]
sequential            0.0299       0.407          0.377         0.372
clock                  0.116       0.234          0.118        0.0542
combinational         0.0995       0.176         0.0763         0.522
total                  0.245       0.817          0.571         0.949
## kinds of logic after synthesis
group | after synthesis | share of synthesized area (%)
simple gates | 149 | 40.7
buf+inv | 31 | 6.74
flops | 45 | 41.6
mux | 3 | 1.31
fa+ha+maj | 1 | 0.548
xor+xnor | 2 | 0.767
compound gates | 26 | 8.32
Power is estimated from default activity; no workload was simulated.
