$ cat design/flow/run.sh
#!/bin/bash
# OpenROAD 26Q1-2900-gdf79404cd8, Yosys 0.63+post, stock flow scripts
make -C /OpenROAD-flow-scripts/flow DESIGN_CONFIG=/design/flow/config.mk WORK_HOME=/design/flow/orfs finish
$ cat design/flow/config.mk
export PLATFORM = sky130hd
export DESIGN_NAME = qpsk_main
export DESIGN_NICKNAME = qpsk_main
export VERILOG_FILES = /design/flow/design.v
export SDC_FILE = /design/flow/constraint.sdc
export NUM_CORES = 4
export LEC_CHECK = 1
export CORE_UTILIZATION = 40
$ cat design/flow/constraint.sdc
current_design qpsk_main

set clk_period 10.5
set clk_io_pct 0.2

create_clock -name clk0 -period $clk_period [get_ports {CLK_50MHZ}]

set non_clock_inputs [all_inputs -no_clocks]
set_input_delay [expr $clk_period * $clk_io_pct] -clock clk0 $non_clock_inputs
set_output_delay [expr $clk_period * $clk_io_pct] -clock clk0 [all_outputs]
$ cat design/flow/design.v
module dec_v2 (
                clk,
                signal,
                data,
                data_origin,
                dataI,
                dataQ,
                buff_wr
                );
parameter template = 31'b0110101111000100110101111000100;  
input clk;
input [1:0] signal;
output [7:0] data;
output [7:0] data_origin;
output [7:0] dataI;
output [7:0] dataQ;
output [30:0] buff_wr;
reg [7:0] data_reg = 0;
reg [30:0] buff = 31'b0;
assign buff_wr = buff;
assign data_origin = ((~template[0] ^ buff[0]) ? 1 : (-1)) +
            ((~template[1] ^ buff[1]) ? 1 : (-1)) +
            ((~template[3] ^ buff[3]) ? 1 : (-1)) +
            ((~template[2] ^ buff[2]) ? 1 : (-1)) +
            ((~template[4] ^ buff[4]) ? 1 : (-1)) +
            ((~template[5] ^ buff[5]) ? 1 : (-1)) +
            ((~template[6] ^ buff[6]) ? 1 : (-1)) +
            ((~template[7] ^ buff[7]) ? 1 : (-1)) +
            ((~template[8] ^ buff[8]) ? 1 : (-1)) +
            ((~template[9] ^ buff[9]) ? 1 : (-1))+
            ((~template[10] ^ buff[10]) ? 1 : (-1)) +
            ((~template[11] ^ buff[11]) ? 1 : (-1)) +
            ((~template[12] ^ buff[12]) ? 1 : (-1)) +
            ((~template[13] ^ buff[13]) ? 1 : (-1)) +
            ((~template[14] ^ buff[14]) ? 1 : (-1)) +
            ((~template[15] ^ buff[15]) ? 1 : (-1)) +
            ((~template[16] ^ buff[16]) ? 1 : (-1)) +
            ((~template[17] ^ buff[17]) ? 1 : (-1)) +
            ((~template[18] ^ buff[18]) ? 1 : (-1)) +
            ((~template[19] ^ buff[19]) ? 1 : (-1)) +
            ((~template[20] ^ buff[20]) ? 1 : (-1)) +
            ((~template[21] ^ buff[21]) ? 1 : (-1)) +
            ((~template[22] ^ buff[22]) ? 1 : (-1)) +
            ((~template[23] ^ buff[23]) ? 1 : (-1)) +
            ((~template[24] ^ buff[24]) ? 1 : (-1)) +
            ((~template[25] ^ buff[25]) ? 1 : (-1)) +
            ((~template[26] ^ buff[26]) ? 1 : (-1)) +
            ((~template[27] ^ buff[27]) ? 1 : (-1)) +
            ((~template[28] ^ buff[28]) ? 1 : (-1)) +
            ((~template[29] ^ buff[29]) ? 1 : (-1)) +
            ((~template[30] ^ buff[30]) ? 1 : (-1)) +
            31;
assign dataI = ((~template[0] ^ buff[0]) ? 1 : (-1)) +
            ((~template[2] ^ buff[2]) ? 1 : (-1)) +
            ((~template[4] ^ buff[4]) ? 1 : (-1)) +
            ((~template[6] ^ buff[6]) ? 1 : (-1)) +
            ((~template[8] ^ buff[8]) ? 1 : (-1)) +
            ((~template[10] ^ buff[10]) ? 1 : (-1)) +
            ((~template[12] ^ buff[12]) ? 1 : (-1)) +
            ((~template[14] ^ buff[14]) ? 1 : (-1)) +
            ((~template[16] ^ buff[16]) ? 1 : (-1)) +
            ((~template[18] ^ buff[18]) ? 1 : (-1))+
            ((~template[20] ^ buff[20]) ? 1 : (-1)) +
            ((~template[22] ^ buff[22]) ? 1 : (-1)) +
            ((~template[24] ^ buff[24]) ? 1 : (-1)) +
            ((~template[26] ^ buff[26]) ? 1 : (-1)) +
            ((~template[28] ^ buff[28]) ? 1 : (-1)) +
            ((~template[30] ^ buff[30]) ? 1 : (-1)) +
            16;
assign dataQ = ((~template[1] ^ buff[1]) ? 1 : (-1)) +
            ((~template[3] ^ buff[3]) ? 1 : (-1)) +
            ((~template[5] ^ buff[5]) ? 1 : (-1)) +
            ((~template[7] ^ buff[7]) ? 1 : (-1)) +
            ((~template[9] ^ buff[9]) ? 1 : (-1)) +
            ((~template[11] ^ buff[11]) ? 1 : (-1)) +
            ((~template[13] ^ buff[13]) ? 1 : (-1)) +
            ((~template[15] ^ buff[15]) ? 1 : (-1)) +
            ((~template[17] ^ buff[17]) ? 1 : (-1)) +
            ((~template[19] ^ buff[19]) ? 1 : (-1)) +
            ((~template[21] ^ buff[21]) ? 1 : (-1)) +
            ((~template[23] ^ buff[23]) ? 1 : (-1)) +
            ((~template[25] ^ buff[25]) ? 1 : (-1)) +
            ((~template[27] ^ buff[27]) ? 1 : (-1)) +
            ((~template[29] ^ buff[29]) ? 1 : (-1)) +
            15;
assign data = dataI + dataQ;
always @ ( posedge clk ) begin
      buff <= {signal, buff[30:1]};  
end
endmodule  
module mfun (fase,
             type_f,
             fase_new,
             sum
             );
parameter delay = 2;
parameter count = 4;
input [4:0] fase;
input [4:0] type_f;
output [4:0] fase_new;
output sum;
assign sum = (fase[0] & type_f[0]) ^ (fase[1] & type_f[1]) ^ (fase[2] & type_f[2]) ^ (fase[3] & type_f[3]) ^ (fase[4] & type_f[4]);
assign fase_new = {sum , fase[4:1]};
endmodule  
module qpsk_main (CLK_50MHZ,
             out_fun,
             data,
             dataI,
             dataQ,
             data_origin,
             buff_wr
             );
parameter fase_paramI = 5'b10101;
parameter fase_paramQ = 5'b10101;
parameter type_paramI = 5'b10101;
parameter type_paramQ = 5'b10101;
input CLK_50MHZ;
output out_fun;
output [7:0] data;
output [7:0] dataI;
output [7:0] dataQ;
output [7:0] data_origin;
output [30:0] buff_wr;
wire [4:0] fase_newI;
wire [4:0] fase_newQ;
wire [1:0] signal;
reg [4:0] fase_regI = fase_paramI;
reg [4:0] fase_regQ = fase_paramQ;
reg [5:0] cnt = 0;
reg control = 0;
mfun f1(.fase(fase_regI),
        .type_f(type_paramI),
        .fase_new(fase_newI),
        .sum(signal[1])
        );
mfun f2(.fase(fase_regQ),
        .type_f(type_paramQ),
        .fase_new(fase_newQ),
        .sum(signal[0])
        );
dec_v2 f3(.clk(CLK_50MHZ),
            .signal(signal),
            .data(data),
            .dataI(dataI),
            .dataQ(dataQ),
            .data_origin(data_origin),
            .buff_wr(buff_wr)
            );
assign out_fun = signal;
always @ (posedge CLK_50MHZ) begin
    fase_regI <= fase_newI;
    fase_regQ <= fase_newQ;
end
endmodule
==> flow_summary.ini <==
; generated from flow reports
[outcome]
status = finished, final reports clean

[power]
seqPwrFrac = 0.482
clkPwrFrac = 0.517
switching_share = 0.209
p_leak_nw = 3.70
p_comb_frac = 0
ir_drop_mv = 0.0611
power_density_mw_per_mm2 = 37.1
power.net_switching_uw = 59.1
internal-power_uw = 224

[setup_path]
end_kind = primary output
critPathMaxFanout = 5
path_class = reg2out
arrival_ps = 7120
worst-r2r-setup-slack_ps = 9720
cp-start-kind = register
cp.required_ps = 8400

[grt]
grt_max_degree = 13
grt_pass1_wl_um = 20700
first_global_vias = 4058
grt.overflow.total = 0
antenna_found_initial = 0
grt.total_usage = 0.174

[detailed_routing]
diodes = 0
drt-pass1-iter-count = 4
vias_per_cell = 4.22
routed_wl_um = 12400
first_iter_violations = 77
num_vias = 3750
route.detailed.drc = 0
antenna_left = 0
wire_per_inst_um = 14.0

[placement]
port-buffer-count = 60
hpwl_um = 11600
place_area_mm2 = 0.00749
gp_congestion = 0.961

[clocking]
cts_buffers = 5
post_cts_resized = 0
cts_tree = yes
cts_sinks = 36
cts.path.max_buffers = 2
ctsRootBufferMaster = clkbuf_16
clock_latency_ps = 280
h-tree-depth = 2
cts_setup_buffers = 0
clkTransAtPathRegs_ps = 60
hold_buffers = 0

[synthesis]
syn_avg_cell_area_um2 = 11.0
flop_cell = dfxtp_1
netlist-cell-type-count = 19
netlist_area_mm2 = 0.00662
synth_warnings = 2
yosysChipArea_mm2 = 0.00662
yosys_cells = 604
ys.flops = 36
synth-edff-count = 0
ys_async_sr_fraction = 0
syn-instance-count = 604
postSynthSeqShare = 0.109

[final_timing]
finalSetupViolations = 0
rsz0062_at_grt = no
max_clock_freq_mhz = 108
post-route-period-util = 0.878
hold_viol_final = 0
skew_ps = 5.91
min_period_ps = 9220
fin_tns_setup_ps = 0
finalMaxSlewViolations = 0

[die]
die_area_mm2 = 0.0171
coreArea_mm2 = 0.0160
pin_count = 65
die_height_um = 131
initCoreUtil = 0.414
die_width_um = 131
rows = 46

[min_path]
hold_path_class = reg2reg

[job]
cap_violations = 0
tool_warnings = 37

[finish]
area_growth_pct = 15.3
drive_above_1_share = 0.0178
design_area_mm2 = 0.00763
==> through the flow <==
stage,instances,hold slack (ps),power [mW],worst slack (ps),util
final,889,329,0.283,1280,0.477
after global routing,889,342,0.290,925,0.477
after CTS,889,334,0.284,1220,0.477
after detailed placement,881,314,0.140,1530,0.468
after global placement,881,313,0.140,1580,0.468
after floorplan,607,310,0.141,2300,-
==> path summary, 6_finish.rpt <==
check	start	cells past startpoint	endpoint
max	f3.buff[29]	22	data_origin[7]
min	fase_regQ[1]	0	fase_regQ[0]
max reg2reg	fase_regQ[0]	2	f3.buff[30]
min reg2reg	fase_regQ[1]	0	fase_regQ[0]
==> cell families (layout without fill, tap and decap cells) <==
| group | after synthesis | in the layout | share of synthesized area |
|---|---|---|---|
| DFF | 36 | 36 | 0.109 |
| adders and majority gates | 231 | 231 | 0.615 |
| AOI/OAI and AO/OA | 24 | 24 | 0.0223 |
| and+or+nand+nor | 3 | 3 | 0.00208 |
| xor gates and xnor gates | 82 | 82 | 0.120 |
| buffers and inverters | 227 | 293 | 0.131 |
| other | 1 | 4 | 0.000566 |
==> cell type report <==
| class | count | area, um^2 |
|---|---|---|
| clock buffers | 5 | 125 |
| clock inverters | 3 | 18.8 |
| fillers | 1466 | 8370 |
| inverters | 223 | 837 |
| multi-input cells | 344 | 5050 |
| flip-flops and latches | 36 | 721 |
| well taps | 216 | 270 |
| repair buffers | 62 | 616 |
==> cells in the mapped netlist, drive strengths merged, types with 2 or more instances <==
library cell | n | share of area
inv | 223 | 0.13
fa | 158 | 0.48
ha | 72 | 0.14
xnor2 | 67 | 0.090
dfxtp | 36 | 0.11
a21oi | 12 | 0.0091
xor2 | 10 | 0.013
a21o | 9 | 0.010
buf | 4 | 0.0045
xnor3 | 4 | 0.014
o21bai | 2 | 0.0023
==> worst max-delay path, stage by stage, from the launching register on <==
cell	delay, ps
dfxtp_1	430
inv_1	120
fa_1	530
inv_1	70
fa_1	500
fa_1	600
inv_1	70
fa_1	550
fa_1	440
fa_1	540
inv_1	50
fa_1	500
fa_1	550
inv_1	40
ha_1	200
inv_1	70
fa_1	200
inv_1	50
a21o_1	170
a21oi_1	210
xnor2_1	150
xnor3_1	400
clkdlybuf4s50_1	410
==> power groups by stage <==
| stage | Sequential [mW] | Clock (mW) | Combinational, mW |
|---|---|---|---|
| final | 0.137 | 0.146 | 0.0000299 |
| after global routing | 0.137 | 0.154 | 0.0000959 |
| after CTS | 0.137 | 0.148 | 0.0000526 |
==> registers in the layout (all words and copies together) (netlist names) <==
signal,flops
fase_regQ,5
f3.buff,31
==> metal layers <==
| layer | GRT usage | vias to the layer above | part of all wire | wire length (um) |
|---|---|---|---|---|
| met4 | 0.0149 | 0 | 0.0087 | 108 |
| met1 | 0.260 | 1840 | 0.42 | 5260 |
| met2 | 0.270 | 84 | 0.49 | 6060 |
| met5 | 0 | - | 0 | 0 |
| met3 | 0.0597 | 4 | 0.080 | 994 |
| li1 | - | 1822 | - | - |
==> cell usage in the layout (no fill, tap or decap) <==
cell	count
conb_1	4
nor2_1	1
a21o_1	9
clkinv_2	2
dfxtp_1	36
buf_4	2
xnor3_1	4
o21ai_0	1
inv_1	223
o21bai_1	2
clkdlybuf4s50_1	60
xnor2_2	1
fa_1	158
nand2_1	1
xor3_1	1
clkinv_4	1
or2_2	1
a21oi_1	12
maj3_1	1
xor2_1	10
xnor2_1	66
ha_1	72
clkbuf_16	5
Power and IR drop assume default switching activity.
