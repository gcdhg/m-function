==> flow/design.v <==
module dec (
                clk,
                signal,
                data,
                buff_wr
                );
parameter template = 31'b0011001001111101110001010110100;  
input clk;
input signal;
output [7:0] data;
output [30:0] buff_wr;
reg [7:0] data_reg = 0;
reg [30:0] buff = 31'b0;
assign buff_wr = buff;
assign data = ((~template[0] ^ buff[0]) ? 1 : (-1)) +
            ((~template[1] ^ buff[1]) ? 1 : (-1)) +
            ((~template[3] ^ buff[3]) ? 1 : (-1)) +
            ((~template[2] ^ buff[2]) ? 1 : (-1)) +
            ((~template[4] ^ buff[4]) ? 1 : (-1)) +
            ((~template[5] ^ buff[5]) ? 1 : (-1)) +
            ((~template[6] ^ buff[6]) ? 1 : (-1)) +
            ((~template[7] ^ buff[7]) ? 1 : (-1)) +
            ((~template[8] ^ buff[8]) ? 1 : (-1)) +
            ((~template[9] ^ buff[9]) ? 1 : (-1))+
            ((~template[10] ^ buff[10]) ? 1 : (-1)) +
            ((~template[11] ^ buff[11]) ? 1 : (-1)) +
            ((~template[12] ^ buff[12]) ? 1 : (-1)) +
            ((~template[13] ^ buff[13]) ? 1 : (-1)) +
            ((~template[14] ^ buff[14]) ? 1 : (-1)) +
            ((~template[15] ^ buff[15]) ? 1 : (-1)) +
            ((~template[16] ^ buff[16]) ? 1 : (-1)) +
            ((~template[17] ^ buff[17]) ? 1 : (-1)) +
            ((~template[18] ^ buff[18]) ? 1 : (-1)) +
            ((~template[19] ^ buff[19]) ? 1 : (-1)) +
            ((~template[20] ^ buff[20]) ? 1 : (-1)) +
            ((~template[21] ^ buff[21]) ? 1 : (-1)) +
            ((~template[22] ^ buff[22]) ? 1 : (-1)) +
            ((~template[23] ^ buff[23]) ? 1 : (-1)) +
            ((~template[24] ^ buff[24]) ? 1 : (-1)) +
            ((~template[25] ^ buff[25]) ? 1 : (-1)) +
            ((~template[26] ^ buff[26]) ? 1 : (-1)) +
            ((~template[27] ^ buff[27]) ? 1 : (-1)) +
            ((~template[28] ^ buff[28]) ? 1 : (-1)) +
            ((~template[29] ^ buff[29]) ? 1 : (-1)) +
            ((~template[30] ^ buff[30]) ? 1 : (-1)) +
            31;
always @ ( posedge clk ) begin
    buff <= {buff[29:0], signal};
end
endmodule  
module main (CLK_50MHZ,
             out_fun,
             data,
             buff_wr
             );
parameter fase_param = 5'b10101;
parameter type_param = 5'b11101;
input CLK_50MHZ;
output out_fun;
output [7:0] data;
output [30:0] buff_wr;
wire [4:0] fase_new;
wire signal;
reg [4:0] fase_reg = fase_param;
reg [5:0] cnt = 0;
mfun f1(.fase(fase_reg),
        .type_f(type_param),
        .fase_new(fase_new),
        .sum(signal)
        );
dec f2(.clk(CLK_50MHZ),
            .signal(signal),
            .data(data),
            .buff_wr(buff_wr)
            );
assign out_fun = signal;
always @ (posedge CLK_50MHZ) begin
    fase_reg <= fase_new;
end
endmodule  
module mfun (fase,
             type_f,
             fase_new,
             sum
             );
parameter delay = 2;
parameter count = 4;
input [4:0] fase;
input [4:0] type_f;
output [4:0] fase_new;
output sum;
assign sum = (fase[0] & type_f[0]) ^ (fase[1] & type_f[1]) ^ (fase[2] & type_f[2]) ^ (fase[3] & type_f[3]) ^ (fase[4] & type_f[4]);
assign fase_new = {sum , fase[4:1]};
endmodule  
`timescale 1ns / 1ps
module wrapper(
    input CLK_50MHZ,
    output CLK_SMA
    );
wire [7:0] data;
main ff1(.CLK_50MHZ(CLK_50MHZ),
         .data(data)
         );
assign CLK_SMA = (data > 61) ? 1'b1 : 1'b0;
endmodule
==> flow/run.sh <==
#!/bin/bash
# OpenROAD 26Q1-2900-gdf79404cd8, Yosys 0.63+post, stock flow scripts
make -C /OpenROAD-flow-scripts/flow DESIGN_CONFIG=/design/flow/config.mk WORK_HOME=/design/flow/orfs finish
==> flow/config.mk <==
export PLATFORM = sky130hd
export DESIGN_NAME = wrapper
export DESIGN_NICKNAME = wrapper
export VERILOG_FILES = /design/flow/design.v
export SDC_FILE = /design/flow/constraint.sdc
export NUM_CORES = 4
export LEC_CHECK = 1
export CORE_UTILIZATION = 30
==> flow/constraint.sdc <==
current_design wrapper

set clk_period 9.7
set clk_io_pct 0.2

create_clock -name clk0 -period $clk_period [get_ports {CLK_50MHZ}]

set non_clock_inputs [all_inputs -no_clocks]
set_input_delay [expr $clk_period * $clk_io_pct] -clock clk0 $non_clock_inputs
set_output_delay [expr $clk_period * $clk_io_pct] -clock clk0 [all_outputs]
==> reports/results.ini <==
[run_status]
run_status=complete, no violations

[logic_synthesis]
synthArstFlopShare_pct=0
synth_warnings=2
syn_avg_cell_area_um2=11.1
ff_type=dfxtp_1
ys_cells=321
ys.flops=36
synth_top_area_share_pct=38.8
top_cells_by_area=fa_1 (39%), dfxtp_1 (20%), ha_1 (13%)
top_area_cell=fa_1
syn_inst=321
ys_seq_share_pct=20.3
yosys.cell_types.count=15
ys_area_um2=3560
edf_count=0
synthesis.area_um2=3560

[clocking]
path_clk_slew_ns=0.05
clock_latency_ns=0.28
htreeDepth=2
numCtsBuffers=5
cts_tree=built
holdBufCountCts=0
cts_max_path_buffers=2
clock-sinks=36
root_buffer=clkbuf_16

[worst_setup_path]
endpoint_kind=output pin
critical_path_class=flop to output pin
ff2ff_setup_slack_ns=8.94
crit_path_max_fanout=2
required_ns=7.76
worstSetupStartpointType=flop
cp.arrival_ns=7.34

[sta]
rsz0062_at_grt=no
tightestPinTransition_ns=0.321
finalClockPeriodUsage_pct=95.7
whs_ns=0.324
layout_min_cycle_time_ns=9.28
setup_viol=0
slew_headroom_pct=78.5
tns_ns=0
hold_viol_final=0
skew_ns=0.00284
fmax_mhz=108
slew_violations=0

[floorplan]
io_pins=2
die_h_um=111
fp_util_pct=31.0
chipArea_um2=12300
fp-row-count=39
core_um2=11500
fp.dieW_um=111

[detailed_routing]
vias=1812
antenna_left=0
num_antenna_cells=0
routed_via_density=3.82
drc=0
drt-pass1-iter-count=4
drtIter0Drc=41
wirelength_um=5560
wl_per_cell_um=11.7

[final_layout]
lay_top_count=inv_1
areaGrowthSynthToFinish_pct=9.64
seq_area_um2=721
instances_no_fill=474
logic_area_um2=2410
drive_gt1_share_pct=3.93
fillers=1117
largest_register_ffs=31
lay_top_cells=inv_1 (113), fa_1 (68), xnor2_1 (39)

[pwr]
power.total_mw=0.301
seqPwrFrac_pct=49.2
p_sw_mw=0.0583
power_leakage_nw=1.84
switching_share_pct=19.4
clkPwrFrac_pct=50.8
p_comb_share_pct=0
internal_power_mw=0.242
peakVddDrop_mv=0.123
powerDensity_nw_per_um2=77.1

[placement]
dp_hpwl_um=5110
placement.io_buffers=1
placed_cells=465
gp_congestion=0.817

[global_route]
gr-total-overflow=0
grt_pass1_wl_um=10100
antenna_found_initial=0
grt_start_max_net_pins=13
grt_usage_pct=10.8
grt_pass1_vias=2115

[flow_run]
drv_cap=0
warning_count=29

[min_path]
hold_class=flop to flop

kinds of logic (layout without fill, tap and decap cells):
kind of cell    count (synthesis)  after routing  synth area share, %
compound gates                 11             11                 1.94
fa+ha+maj                     105            105                 51.5
buf+inv                       114            124                 12.0
xor+xnor                       52             52                 13.8
simple gates                    3              3                0.458
flops                          36             36                 20.3
area by class of cell:
cell class	count	share of cell area, %
multi-input cells	171	61.8
flip-flops and latches	36	18.5
inverters	114	11.0
well taps	143	4.59
clock buffers	5	3.21
clock inverters	3	0.481
repair buffers	2	0.449
critical path, cell delays in order (launching register included):
cell             delay (ns)
dfxtp_1                0.32
inv_1                  0.08
fa_1                   0.56
inv_1                  0.06
fa_1                   0.48
inv_1                  0.06
fa_1                   0.53
inv_1                  0.07
fa_1                   0.50
inv_1                  0.05
fa_1                   0.50
fa_1                   0.54
inv_1                  0.05
fa_1                   0.50
fa_1                   0.55
inv_1                  0.04
ha_1                   0.21
fa_2                   0.36
a21o_1                 0.19
a21oi_1                0.16
xnor2_1                0.16
xnor2_1                0.15
xnor3_1                0.25
or3_1                  0.31
clkdlybuf4s50_1        0.40
power groups by stage:
stage | combinational (mW) | sequential (mW) | clock, mW
after CTS | 0.00000148 | 0.148 | 0.156
after global routing | 0.00000148 | 0.148 | 0.163
final | 0.00000148 | 0.148 | 0.153
cell usage after synthesis, types with 2 or more instances:
| master | instances |
|---|---|
| dfxtp_1 | 36 |
| fa_1 | 69 |
| xnor3_1 | 2 |
| ha_1 | 36 |
| xor2_1 | 10 |
| a21oi_1 | 6 |
| inv_1 | 113 |
| a21o_1 | 4 |
| xnor2_1 | 39 |
routing by layer:
metal  share of wire [%]  global-route usage, %  vias up
met3                 4.3                   2.51        7
met5                   0                      0        -
met4                 1.1                  0.889        0
met1                  47                   15.1      861
met2                  48                   18.4       21
li1                    -                      -      923
what timing repair did:
item                       in CTS  in global routing
resized                         0                  1
setup buffers                   0                  1
setup endpoints to repair       0                  1
metrics by stage:
step	worst slack, ns	instance area, µm²	util [%]
5_1_grt	0.0233	3900	34.0
6_report	0.422	3900	34.0
3_5_place_dp	0.625	3740	32.7
3_3_place_gp	0.738	3740	32.7
2_1_floorplan	1.33	3560	-
4_1_cts	0.307	3890	33.9
worst paths after layout:
path                                        end            start  cells after the start
worst min-delay path            ff1.fase_reg[0]  ff1.fase_reg[1]                      0
worst min register to register  ff1.fase_reg[0]  ff1.fase_reg[1]                      0
worst max register to register  ff1.fase_reg[4]  ff1.fase_reg[2]                      2
worst max-delay path                    CLK_SMA  ff1.f2.buff[18]                     24
Power and IR drop assume default switching activity.
